$ cat flow/design.v
`timescale 1ns / 1ps
module rom_based_sign_magnitude_adder
#(
    parameter DATA_WIDTH=4
)
(
input  logic clk,                    
input  logic [DATA_WIDTH-1:0] a,     
input  logic [DATA_WIDTH-1:0] b,     
output logic [DATA_WIDTH:0] sum      
);
logic [(DATA_WIDTH*2)-1:0] addr;
logic [DATA_WIDTH:0] sum_logic;
logic [DATA_WIDTH:0] ROM_FOUR_BIT [0:255]={
    8'h00,
8'h01,
8'h02,
8'h03,
8'h04,
8'h05,
8'h06,
8'h06,
8'h17,
8'h01,
8'h12,
8'h03,
8'h14,
8'h05,
8'h16,
8'h07,
8'h01,
8'h02,
8'h03,
8'h04,
8'h05,
8'h06,
8'h07,
8'h18,
8'h18,
8'h01,
8'h11,
8'h02,
8'h13,
8'h04,
8'h15,
8'h06,
8'h02,
8'h03,
8'h04,
8'h05,
8'h06,
8'h07,
8'h08,
8'h09,
8'h02,
8'h02,
8'h11,
8'h01,
8'h12,
8'h03,
8'h14,
8'h05,
8'h03,
8'h04,
8'h05,
8'h06,
8'h07,
8'h08,
8'h09,
8'h1a,
8'h13,
8'h12,
8'h12,
8'h01,
8'h11,
8'h02,
8'h13,
8'h04,
8'h04,
8'h05,
8'h06,
8'h07,
8'h08,
8'h09,
8'h0a,
8'h0b,
8'h04,
8'h03,
8'h02,
8'h02,
8'h11,
8'h01,
8'h12,
8'h03,
8'h05,
8'h06,
8'h07,
8'h08,
8'h09,
8'h0a,
8'h0b,
8'h1c,
8'h15,
8'h14,
8'h13,
8'h12,
8'h12,
8'h01,
8'h11,
8'h02,
8'h06,
8'h07,
8'h08,
8'h09,
8'h0a,
8'h0b,
8'h0c,
8'h0d,
8'h06,
8'h05,
8'h04,
8'h03,
8'h02,
8'h02,
8'h11,
8'h01,
8'h07,
8'h08,
8'h09,
8'h0a,
8'h0b,
8'h0c,
8'h0d,
8'h1e,
8'h17,
8'h16,
8'h15,
8'h14,
8'h13,
8'h12,
8'h12,
8'h12,
8'h11,
8'h01,
8'h12,
8'h03,
8'h14,
8'h05,
8'h16,
8'h17,
8'h10,
8'h11,
8'h12,
8'h13,
8'h14,
8'h15,
8'h16,
8'h17,
8'h17,
8'h01,
8'h11,
8'h02,
8'h13,
8'h04,
8'h15,
8'h16,
8'h11,
8'h12,
8'h13,
8'h14,
8'h15,
8'h16,
8'h17,
8'h08,
8'h02,
8'h02,
8'h11,
8'h01,
8'h12,
8'h03,
8'h14,
8'h15,
8'h12,
8'h13,
8'h14,
8'h15,
8'h16,
8'h17,
8'h18,
8'h19,
8'h13,
8'h12,
8'h12,
8'h01,
8'h11,
8'h02,
8'h13,
8'h14,
8'h13,
8'h14,
8'h15,
8'h16,
8'h17,
8'h18,
8'h19,
8'h0a,
8'h04,
8'h03,
8'h02,
8'h02,
8'h11,
8'h01,
8'h12,
8'h13,
8'h14,
8'h15,
8'h16,
8'h17,
8'h18,
8'h19,
8'h1a,
8'h1b,
8'h15,
8'h14,
8'h13,
8'h12,
8'h12,
8'h01,
8'h11,
8'h12,
8'h15,
8'h16,
8'h17,
8'h18,
8'h19,
8'h1a,
8'h1b,
8'h0c,
8'h06,
8'h05,
8'h04,
8'h03,
8'h02,
8'h02,
8'h11,
8'h11,
8'h16,
8'h17,
8'h18,
8'h19,
8'h1a,
8'h1b,
8'h1c,
8'h1d,
8'h17,
8'h16,
8'h15,
8'h14,
8'h13,
8'h12,
8'h12,
8'h11,
8'h17,
8'h18,
8'h19,
8'h1a,
8'h1b,
8'h1c,
8'h1d,
8'h1e
};
always @(posedge clk)
begin
    sum_logic <= ROM_FOUR_BIT[addr];
end
assign addr = {a, b};
assign sum = sum_logic;
endmodule
$ cat flow/run.sh
#!/bin/bash
# OpenROAD 26Q1-2900-gdf79404cd8, Yosys 0.63+post, stock flow scripts
make -C /OpenROAD-flow-scripts/flow DESIGN_CONFIG=/design/flow/config.mk WORK_HOME=/design/flow/orfs finish
$ cat flow/config.mk
export PLATFORM = sky130hd
export DESIGN_NAME = rom_based_sign_magnitude_adder
export DESIGN_NICKNAME = rom_based_sign_magnitude_adder
export VERILOG_FILES = /design/flow/design.v
export SDC_FILE = /design/flow/constraint.sdc
export NUM_CORES = 4
export LEC_CHECK = 1
export CORE_AREA = 10 10 90 90
export DIE_AREA = 0 0 100 100
export SYNTH_HDL_FRONTEND = slang
$ cat flow/constraint.sdc
current_design rom_based_sign_magnitude_adder

set clk_period 2.4
set clk_io_pct 0.2

create_clock -name clk0 -period $clk_period [get_ports {clk}]

set non_clock_inputs [all_inputs -no_clocks]
set_input_delay [expr $clk_period * $clk_io_pct] -clock clk0 $non_clock_inputs
set_output_delay [expr $clk_period * $clk_io_pct] -clock clk0 [all_outputs]
==> results.toml <==
# physical design summary
[floorplan]
chipArea_sq_um = 10000
design.core.area_sq_um = 6280
fp.dieH_um = 100
num_io_pins = 14
dieWidth_um = 100
rows = 29
fp_util = 0.258

[synth]
yosys_area_sq_um = 1620
yosysWarnings = 0
netlist_area_sq_um = 1620
ys_cells = 229
ys_ff = 5
ys_seq_share = 0.0617
area_leaders = "ha_1 9.3%, a21oi_1 7.1%, nand2_1 6.3%"
syn_inst = 229
synth.distinct_cells = 58
async_reset_ff_frac = 0
avgSynthCellArea_sq_um = 7.08
top_area_frac = 0.0926
ys.flop_type = "dfxtp_1"
synth_area_leader_cell = "ha_1"
edf_count = 0

[route]
antenna_cells_inserted = 0
vias = 1941
firstDrtPassIters = 6
wl_um = 5500
drtIter0Drc = 152
viasPerCell = 5.63
wl_per_cell_um = 15.9
final_antenna_net_count = 0
drc_errors = 0

[cts]
htree_levels = 1
postCtsHoldBufs = 0
clockBufferDepth = 2
clock-sinks = 5
tritoncts.num_buffers = 3
post_cts_buffers = 0
cts_resized = 0
root_buffer = "clkbuf_8"
clkTransAtPathRegs_ps = 30
tritoncts = "yes"

[final_timing]
fmax_mhz = 434
period_used_share = 0.960
finalWorstPathRequiredPeriod_ps = 2300
finalSetupTns_ps = 0
relSlewSlack = 0.725
maxSlewViolCount = 0
hold_viol = 0
setup_viol = 0
max_slew.worst_pin.slew_ps = 402
grt_setup_unrepaired = "yes"
fin_hold_ws_ps = 1120

[power]
clockPowerShare = 0.243
vdd_drop_max_mv = 0.201
seq_power_share = 0.151
p_per_area_nw_per_um2 = 306
power.internal_mw = 0.406
switching_share = 0.384
p_leak_nw = 0.865
p_switching_mw = 0.253
comb_power_share = 0.606

[layout]
layout_top_cells = "44 x buf_4, 27 x nand2_1, 23 x a21oi_1"
layout-drive-gt1-share = 0.250
mostFrequentLayoutCell = "buf_4"
final_area_sq_um = 2150
largest_register_ffs = 5
syn2layout_area_growth_pct = 32.7
final_cells = 345

[critical_path]
worstSetupStartpointType = "input pin"
required_ps = 2490
critPathMaxFanout = 5
setup.worst_path.end_class = "register"
worst_ep_arrival_time_ps = 2390
critPathKind = "input pin to register"

[job]
stage_log_warnings = 36
cap_violations = 0

[global_routing]
grt_start_max_net_pins = 30
gr-total-overflow = 0
antenna_found_initial = 0
grt.total_usage = 0.108
grt_pass1_wl_um = 8970
grt_pass1_vias = 1785

[place]
hpwl_um = 4140
finalWeightedCongestion = 0.970
placed_area_sq_um = 2080
portBuffers = 13
placed_cells = 341

[status]
outcome = "finished clean"

[min_path]
hp-class = "input pin to register"
-- power groups by stage --
| stage | clock network (mW) | registers (mW) | logic, mW |
|---|---|---|---|
| finish | 0.160 | 0.0995 | 0.399 |
| CTS | 0.164 | 0.0992 | 0.385 |
| global route | 0.174 | 0.100 | 0.435 |
-- synthesized netlist by cell type (all sizes together), types with 2 or more instances --
cell	count
a2111oi	2
a211oi	7
a21oi	24
a221o	2
a221oi	5
a2bb2oi	2
a31oi	3
a32oi	2
buf	21
clkbuf	4
dfxtp	5
ha	12
inv	10
mux2i	6
mux4	2
nand2	27
nand2b	8
nand3b	2
nor2	15
nor2b	4
nor3	5
nor3b	3
o2111ai	2
o211ai	9
o21a	2
o21ai	15
o221ai	2
o22ai	3
o311ai	5
o31ai	2
-- path summary, 6_finish.rpt --
path,from,end,cells past startpoint
max,b[0],sum[2],11
min,a[2],sum[3],3
-- metal layers --
layer | share of wire | global-route usage | up-vias | wire length [um]
li1 | - | - | 948 | -
met1 | 0.47 | 0.160 | 879 | 2570
met2 | 0.42 | 0.157 | 106 | 2330
met3 | 0.095 | 0.0243 | 8 | 522
met4 | 0.014 | 0.0174 | 0 | 78
met5 | 0 | 0 | - | 0
-- per-stage QoR --
stage / worst slack, ps / total power [mW] / util
global route: -20.7 / 0.710 / 0.343
CTS: 69.1 / 0.648 / 0.338
global placement: -144 / 0.484 / 0.331
detailed placement: -161 / 0.485 / 0.331
finish: 97.2 / 0.659 / 0.343
floorplan: 142 / 0.335 / -
-- worst max-delay path, stage by stage --
cell and delay, ps:
clkdlybuf4s50_1 470, inv_1 80, buf_4 160, ha_1 220, buf_4 170, inv_1 110
o21ai_0 100, a221oi_1 260, a211oi_1 100, a211oi_2 180, a31oi_1 60
-- kinds of logic (layout without fill, tap and decap cells) --
logic type                 count (synthesis)  after routing  share of synthesized area
AOI/OAI and AO/OA                         97             97                      0.425
adders and majority gates                 12             12                     0.0926
muxes                                      8              8                     0.0648
and+or+nand+nor                           70             70                      0.217
DFF                                        5              5                     0.0617
xor gates and xnor gates                   2              2                     0.0154
buffers and inverters                     35             74                      0.123
-- area by class of cell --
cell class                      count  area [sq um]
Clock buffer                        4          45.0
Sequential cell                     5           100
Timing Repair Buffer               60           520
Fill cell                         642          4130
Multi-Input combinational cell    189          1350
Inverter                           10          37.5
Tap cell                           77          96.3
Power is estimated from default activity; no workload was simulated.
