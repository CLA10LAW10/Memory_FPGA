File: run.sh
#!/bin/bash
# OpenROAD 26Q1-2900-gdf79404cd8, Yosys 0.63+post, stock flow scripts
make -C /OpenROAD-flow-scripts/flow DESIGN_CONFIG=/design/flow/config.mk WORK_HOME=/design/flow/orfs finish
File: constraint.sdc
current_design rom_sixteen_sma_truth_table

set clk_period 3.0
set clk_io_pct 0.2

create_clock -name clk0 -period $clk_period [get_ports {clk}]

set non_clock_inputs [all_inputs -no_clocks]
set_input_delay [expr $clk_period * $clk_io_pct] -clock clk0 $non_clock_inputs
set_output_delay [expr $clk_period * $clk_io_pct] -clock clk0 [all_outputs]
File: config.mk
export PLATFORM = sky130hd
export DESIGN_NAME = rom_sixteen_sma_truth_table
export DESIGN_NICKNAME = rom_sixteen_sma_truth_table
export VERILOG_FILES = /design/flow/design.v
export SDC_FILE = /design/flow/constraint.sdc
export NUM_CORES = 4
export LEC_CHECK = 1
export CORE_AREA = 10 10 114 114
export DIE_AREA = 0 0 124 124
export SYNTH_HDL_FRONTEND = slang
File: design.v
`timescale 1ns / 1ps
module rom_sixteen_sma_truth_table
#(
    parameter DATA_WIDTH=8
)
(
input  logic                    clk,     
input  logic [DATA_WIDTH-1:0]   a,       
input  logic [DATA_WIDTH-1:0]   b,       
output logic [DATA_WIDTH:0]     sum      
);
logic [DATA_WIDTH-1:0] temp;
logic [DATA_WIDTH:0] sum_logic;
logic a_zero;
logic b_zero;
always @(posedge clk)
begin
    if (a[DATA_WIDTH-1] == b[DATA_WIDTH-1] ) begin
        temp <= a[DATA_WIDTH-2:0] + b[DATA_WIDTH-2:0];
        sum_logic <= {a[DATA_WIDTH-1],temp};
    end 
    else if (a[DATA_WIDTH-2:0] > b[DATA_WIDTH-2:0]) begin
            temp <= a[DATA_WIDTH-2:0] - b[DATA_WIDTH-2:0];
            sum_logic <= {a[DATA_WIDTH-1:0],temp}; 
    end 
    else if (a[DATA_WIDTH-2:0] < b[DATA_WIDTH-2:0]) begin
            temp <= b[DATA_WIDTH-2:0] - a[DATA_WIDTH-2:0];
            sum_logic <= {b[DATA_WIDTH-1:0],temp};
    end
end
assign a_zero = a[DATA_WIDTH-1];
assign b_zero = b[DATA_WIDTH-1];
assign sum = sum_logic;
endmodule
==> design notes <==
The flow ran to the end, and the final reports show no timing, DRC or antenna violations. The commonest register cell is edfxtp_1. The number of warnings reported in the stage logs is 39. For the total CTS buffers, the log shows 3.

The number of synthesized flops with an enable pin was 17. Clock root buffer: clkbuf_8. Port buffering added 25 buffers. The number of global-route vias before repair was 1166. The pin closest to its max-slew limit shows a slew of 0.727 ns.

The floorplan die height is 124 um. The cell count after synthesis came out at 144. With the number of antenna-violating nets in the routed design at 0, the remaining global-route overflow is 0. The synthesized chip area reported by yosys was 0.00144 mm2; the setup slack at placement was -0.0139 ns. The data required time at the worst endpoint was 2.98 ns; the floorplan row count was 37. The first global-routing pass estimated 5.15 mm of wire. The region available for standard cell placement spans 0.0104 mm2.

With the worst clock skew on the final layout at 0.000610 ns, the layout cell share with drive strength beyond 1 is 13.5%. After layout, the worst setup slack is 0.239 ns. The later pin in the worst-skew pair is clocked with a latency of 0.24 ns.

The top cell type in the final layout, fill and taps aside, is clkdlybuf4s50_1. From the final report, the count of setup violators was given as 0. The startpoint of the lowest-slack register-to-register path was temp[2].

Ranking logic cells in the layout by count gives the top entries clkdlybuf4s50_1, ha_1, inv_1. After synthesis, flip-flops and latches occupy 35.4% of the total area. The deepest clock path buffer count was 2; the fraction of registers with async set/reset was 0%. The register bit count reported by yosys is 17.

Sorting the synthesized cells by area gives the leading types as edfxtp_1, ha_1, inv_1. In the final layout, the fill cell count is 1131. Warnings reported by Yosys during synthesis add up to 0. The flow reports an fmax of 362 MHz.

Cells fill 19.4% of the core in the end. Looking at the global route congestion table, the highest-usage layer is met2. The run gives 2.73 mm as the placed wire-length estimate. The startpoint of the most critical setup path is a[0].

TritonCTS built the clock tree. The global routing report lists met2 layer usage as 7.05%. Looking at the reg2reg group, the worst path ends at sum[2]. The worst path needs 2.76 ns of the cycle, external delays included. The number of hold buffers added after CTS was 0.

The per-cell routed wire length was 9.51 um; the fraction of the core area occupied by cells at floorplan was 13.9%. At the worst endpoint, the arrival time is 2.75 ns. The report lists the power per cell area as 383 mW/mm2.

On the worst setup and hold paths after CTS, the clock-pin slew comes to 0.06 ns. Summed over all failing endpoints, the final setup total negative slack is 0 ns. For met3 alone, demand over resource in global routing was 1.79%. For the H-tree depth reported by CTS, the log shows 1. The number of placed instances, taps included, is 317.

The tools report the total design power as 0.773 mW. The number of different library cells in the post-synthesis netlist is 41, and the total die area is 0.0154 mm2. Max capacitance violation total: 0. The start-to-end type of the worst setup path was input port to register. Per the detail_route report, inserted antenna diodes total 0. Counting pins that exceed their max-slew limit in the final report gives 0. The first detailed-routing pass took 4 iterations.

The share of the synthesized area in the top cell type is 35.4%, and the setup slack of the worst register-to-register path is 2.39 ns. The horizontal die dimension reported for this design is 124 um. The run gives 51.2% for the worst slew margin relative to its limit. The tools report the cell area after layout as 0.00202 mm2. Per the gpl log, the routability congestion estimate is 0.914. 26 I/O pins were placed. The number of cells on the worst reg-to-reg path was 0; the worst hold margin was 0.418 ns. After synthesis, the design contains 144 cells according to Yosys. In the routed design, unresolved DRC markers number 0.

The capture point of the worst path is sum[8]. Setup repair after global routing left no endpoint under its margin. With the clock net sink count at 17, the cell area reported after detailed placement is 0.00197 mm2. The final hold violation count recorded for this run is 0.

For the overall fraction of global-route tracks in use, the log shows 4.09%. In the post-route report, total wirelength is listed as 3.05 mm. Final cell count without fillers: 321.

The maximum number of pins on one net before global-route repair came out at 18. The logs give 0.175 mV for the peak supply drop and 22 for the first-iteration detailed-routing DRC count. The worst setup path is launched from an input port. In this run the layout overhead on the synthesized area is reported as 39.9%. The via count normalized by instance count was 3.43; the portion of the clock cycle consumed by the worst path in the final layout was 92.0%.

The number of vias after detailed routing is 1101, and the total standard cell area after synthesis is 0.00144 mm2. The largest area contributor in the netlist is edfxtp_1. In this run the worst hold path is classified as register to register. The tools report the buffer count from post-CTS setup fixing as 0.

STA classifies the critical path endpoint as a register. Routing resource usage on met1 recorded by global route was 4.67%. The cell resize tally after clock tree synthesis came out at 0. The power report puts the leakage power at 0.870 nW. For the number of antenna violations at the first check in global routing, the log shows 0.

Of all nets on the critical path, the largest fanout is 8. The average footprint of a synthesized cell was 10.0 um2.
==> worst min path at each step <==
stage	startpoint	endpoint	slack, ns	cells past startpoint
global route	temp[1]	sum[1]	0.43	0
finish	temp[4]	sum[4]	0.42	0
CTS	temp[7]	sum[7]	0.42	0
==> cell usage after synthesis (all sizes together), types with 2 or more instances <==
cell type  count
buf            4
a31oi          4
nor2b          2
a21oi         10
fa             3
inv           19
o21bai         2
nand3          3
nand2          9
mux2i          2
o21ai          6
a221oi         2
xnor2          4
edfxtp        17
ha            21
nor2          10
xor2           3
a21o           4
==> routing by layer <==
| metal | up-vias | part of all wire (%) | routed length, um |
|---|---|---|---|
| met2 | 27 | 45 | 1390 |
| met1 | 480 | 41 | 1260 |
| li1 | 588 | - | - |
| met3 | 6 | 12 | 365 |
| met4 | 0 | 1.3 | 39 |
| met5 | - | 0 | 0 |
==> cells by family after synthesis <==
kind of cell | share of synthesized area [%]
compound gates | 18.2
xor+xnor | 4.25
fa+ha+maj | 23.1
buf+inv | 7.11
flops | 35.4
mux | 1.39
simple gates | 10.7
==> layout make-up <==
class                           count  area [um2]  share of cell area, %
Multi-Input combinational cell    103         831                   41.1
Tap cell                          136         170                   8.43
Clock inverter                      1        5.00                  0.248
Timing Repair Buffer               42         390                   19.3
Inverter                           19        71.3                   3.53
Sequential cell                    17         510                   25.3
Clock buffer                        3        41.3                   2.04
==> where the power goes <==
| part | leakage [nW] | internal, mW | switching, mW |
|---|---|---|---|
| Combinational | 0.664 | 0.157 | 0.117 |
| Clock | 0.0255 | 0.0915 | 0.0615 |
| Sequential | 0.180 | 0.333 | 0.0125 |
==> worst max-delay path, cell delays in order <==
cell,delay (ns)
clkdlybuf4s50_1,0.48
inv_1,0.05
ha_1,0.21
fa_1,0.38
nand3b_1,0.21
a21boi_2,0.22
o21ai_4,0.11
nor2_1,0.10
a21oi_1,0.05
maj3_1,0.34
==> state kept, by name, indices dropped and copies added (netlist names) <==
signal	count
temp	8
sum	9
No activity file was given, so power comes from the tool's default toggle rates.
