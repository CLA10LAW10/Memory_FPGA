`config.mk`:
```
export PLATFORM = sky130hd
export DESIGN_NAME = rom_based_temperature_conversion
export DESIGN_NICKNAME = rom_based_temperature_conversion
export VERILOG_FILES = /design/flow/design.v
export SDC_FILE = /design/flow/constraint.sdc
export NUM_CORES = 4
export LEC_CHECK = 1
export CORE_AREA = 10 10 105 105
export DIE_AREA = 0 0 115 115
export SYNTH_HDL_FRONTEND = slang
```
`constraint.sdc`:
```
current_design rom_based_temperature_conversion

set clk_period 2.2
set clk_io_pct 0.2

create_clock -name clk0 -period $clk_period [get_ports {clk}]

set non_clock_inputs [all_inputs -no_clocks]
set_input_delay [expr $clk_period * $clk_io_pct] -clock clk0 $non_clock_inputs
set_output_delay [expr $clk_period * $clk_io_pct] -clock clk0 [all_outputs]
```
`design.v`:
```
module rom_based_temperature_conversion
(
 input  logic clk,                
 input  logic [7:0] temperature,  
 input  logic unit,               
 output logic [7:0] data          
);
logic [7:0] data_reg;       
always_ff @(posedge clk)
   if (unit) begin
      data_reg <= celsius_conversion_rom[temperature];  
   end else begin
      data_reg <= fahrenheit_conversion_rom[temperature];
   end 
assign data = data_reg;
logic [7:0] celsius_conversion_rom [0:100]='{
   8'h20,8'h22,8'h24,8'h26,8'h28,8'h29,8'h2B,8'h2D,8'h2F,8'h31,
   8'h32,8'h34,8'h36,8'h38,8'h3A,8'h3B,8'h3D,8'h3F,8'h41,8'h43,
   8'h44,8'h46,8'h48,8'h4A,8'h4C,8'h4D,8'h4F,8'h51,8'h53,8'h55,
   8'h56,8'h58,8'h5A,8'h5C,8'h5E,8'h5F,8'h61,8'h63,8'h65,8'h67,
   8'h68,8'h6A,8'h6C,8'h6E,8'h70,8'h71,8'h73,8'h75,8'h77,8'h79,
   8'h7A,8'h7C,8'h7E,8'h80,8'h82,8'h83,8'h85,8'h87,8'h89,8'h8B,
   8'h8C,8'h8E,8'h90,8'h92,8'h94,8'h95,8'h97,8'h99,8'h9B,8'h9D,
   8'h9E,8'hA0,8'hA2,8'hA4,8'hA6,8'hA7,8'hA9,8'hAB,8'hAD,8'hAF,
   8'hB0,8'hB2,8'hB4,8'hB6,8'hB8,8'hB9,8'hBB,8'hBD,8'hBF,8'hC1,
   8'hC2,8'hC4,8'hC6,8'hC8,8'hCA,8'hCB,8'hCD,8'hCF,8'hD1,8'hD3,8'hD4
};
logic [7:0] fahrenheit_conversion_rom [0:212]='{
   8'hZ,8'hZ,8'hZ,8'hZ,8'hZ,8'hZ,8'hZ,8'hZ,8'hZ,8'hZ,8'hZ,8'hZ,8'hZ,
   8'hZ,8'hZ,8'hZ,8'hZ,8'hZ,8'hZ,8'hZ,8'hZ,8'hZ,8'hZ,8'hZ,8'hZ,8'hZ,
   8'hZ,8'hZ,8'hZ,8'hZ,8'hZ,8'hZ,8'h0,8'h1,8'h2,8'h2,8'h3,8'h3,8'h4,
   8'h4,8'h5,8'h5,8'h6,8'h7,8'h7,8'h8,8'h8,8'h9,8'h9,8'hA,8'hA,8'hB,
   8'hC,8'hC,8'hD,8'hD,8'hE,8'hE,8'hF,8'hF,8'h10,8'h11,8'h11,8'h12,
   8'h12,8'h13,8'h13,8'h14,8'h14,8'h15,8'h16,8'h16,8'h17,8'h17,8'h18,
   8'h18,8'h19,8'h19,8'h1A,8'h1B,8'h1B,8'h1C,8'h1C,8'h1D,8'h1D,8'h1E,
   8'h1E,8'h1F,8'h20,8'h20,8'h21,8'h21,8'h22,8'h22,8'h23,8'h23,8'h24,
   8'h25,8'h25,8'h26,8'h26,8'h27,8'h27,8'h28,8'h28,8'h29,8'h2A,8'h2A,
   8'h2B,8'h2B,8'h2C,8'h2C,8'h2D,8'h2D,8'h2E,8'h2F,8'h2F,8'h30,8'h30,
   8'h31,8'h31,8'h32,8'h32,8'h33,8'h34,8'h34,8'h35,8'h35,8'h36,8'h36,
   8'h37,8'h37,8'h38,8'h39,8'h39,8'h3A,8'h3A,8'h3B,8'h3B,8'h3C,8'h3C,
   8'h3D,8'h3E,8'h3E,8'h3F,8'h3F,8'h40,8'h40,8'h41,8'h41,8'h42,8'h43,
   8'h43,8'h44,8'h44,8'h45,8'h45,8'h46,8'h46,8'h47,8'h48,8'h48,8'h49,
   8'h49,8'h4A,8'h4A,8'h4B,8'h4B,8'h4C,8'h4D,8'h4D,8'h4E,8'h4E,8'h4F,
   8'h4F,8'h50,8'h50,8'h51,8'h52,8'h52,8'h53,8'h53,8'h54,8'h54,8'h55,
   8'h55,8'h56,8'h57,8'h57,8'h58,8'h58,8'h59,8'h59,8'h5A,8'h5A,8'h5B,
   8'h5C,8'h5C,8'h5D,8'h5D,8'h5E,8'h5E,8'h5F,8'h5F,8'h60,8'h61,8'h61,
   8'h62,8'h62,8'h63,8'h63,8'h64,8'h64
};
endmodule
```
`run.sh`:
```
#!/bin/bash
# OpenROAD 26Q1-2900-gdf79404cd8, Yosys 0.63+post, stock flow scripts
make -C /OpenROAD-flow-scripts/flow DESIGN_CONFIG=/design/flow/config.mk WORK_HOME=/design/flow/orfs finish
```
==> flow_summary_export.csv <==
group,metric,value,unit
global_route,grt_first_pass_wirelength,13100,um
global_route,grt_max_degree,63,
placed_design,port_buffers,17,
synth,top_area_cell,"ha_1",
synth,syn-cell-area,0.00220,mm^2
placed_design,place_hpwl,6010,um
route,first_pass_iters,6,
final_timing,fin_crit,2120,ps
synth,yosysCellCount,320,
final_timing,drv_slew,0,
pwr,p_sw,0.393,mW
synth,mux_area_frac,0.0546,
floorplan,rows,34,
layout,stdcell_count,486,
final_timing,fmax,472,MHz
synth,ys_sh_adder,0.100,
layout,regArea,160,um^2
synth,yosys-top-cells-count,"a21oi_1 (31), nor2_1 (29), nand2_1 (26)",
synth,synth_flops,8,
floorplan,initial_core_util,0.251,
synth,synthCells,320,
layout,logic_area,0.00186,mm^2
pwr,p_int,0.573,mW
worst_setup_path,crit_type,"in2reg",
worst_setup_path,cp.arrival,2250,ps
clock_network,cts_inserted_buffers,3,
global_route,grt_pass1_vias,2434,
synth,top_logic_kind,"AND-OR/OR-AND gates",
clock_network,ctsLongestPathBuffers,2,
final_timing,finalHoldViolations,0,
global_route,top_usage_layer,"met1",
final_timing,grt_setup_unrepaired,"false",
global_route,grt_antenna_before_repair,0,
worst_setup_path,critPathRequiredTime,2340,ps
global_route,grt.met3_usage,0.0316,
global_route,overflow,0,
layout,layout-drive-gt1-share,0.272,
global_route,met2_usage,0.175,
synth,ys_sh_xor,0,
status,outcome,"finished clean",
synth,ys_chip_area,0.00220,mm^2
route,ant_nets,0,
floorplan,coreArea,0.00876,mm^2
pwr,p_seq_frac,0.178,
pwr,powerDensity,323,mW/mm^2
pwr,p_clk_frac,0.209,
final_timing,setup_violations,0,
route,num_vias,2693,
route,drt_iter0_markers,307,
route,drt-total-wl,8160,um
layout,fillerInstances,918,
synth,edf_count,0,
route,wl_per_cell,16.8,um
synth,aoi_share,0.402,
final_timing,fin_crit_sh,0.963,
global_route,grtUsageMet1,0.176,
layout,area_growth,35.9,%
global_route,grt_util_all_layers,0.120,
final_timing,slew_headroom,0.697,
synth,top_cell,"a21oi_1",
floorplan,die_h,115,um
synth,postSynthSeqShare,0.0728,
clock_network,cts_sinks,8,
route,route.antenna.diode_count,0,
worst_setup_path,start_kind,"input port",
pwr,p_comb_frac,0.613,
synth,async_flop_share,0,
placed_design,place_congestion,0.923,
worst_hold_path,min_path_type,"in2reg",
clock_network,cts_root_buf,"clkbuf_8",
route,drc,0,
pwr,p_leak,1.21,nW
route,vias_per_cell,5.54,
worst_setup_path,cp_max_fo,5,
job,maxCapViolCount,0,
clock_network,h-tree-depth,1,
final_timing,tightest_slew,443,ps
synth,yosys-top-cells-area,"ha_1 (9.1%), dfxtp_1 (7.3%), a21oi_1 (7.1%), a211oi_1 (5.1%), nor2_1 (4.9%)",
layout,fin_area,0.00299,mm^2
floorplan,io_pins,18,
synth,yosysWarnings,0,
placed_design,postPlaceCellArea,0.00290,mm^2
layout,largest_register_ffs,8,
pwr,p_sw_frac,0.407,
synth,synthDistinctLibCells,63,
worst_setup_path,cp-end-kind,"flop",
job,warning_count,38,
clock_network,cts_tree,"yes",
placed_design,placed_cells,483,
clock_network,path_clk_slew,50,ps
synth,flop_cell,"dfxtp_1",
synth,syn_avg_cell_area,6.87,um^2
synth,synth.cellmix.simpleShare,0.263,
pwr,vdd.ir_drop.worst,0.144,mV
floorplan,dieWidth,115,um
clock_network,holdBufCountCts,0,
synth,netlist.area_leader.share,0.0910,
floorplan,chip_area,0.0132,mm^2
==> cell type report <==
cell class                      instances  area share
Clock buffer                            3      0.0138
Inverter                               10      0.0126
Multi-Input combinational cell        267       0.621
Sequential cell                         8      0.0536
Tap cell                              108      0.0452
Timing Repair Buffer                   90       0.254
==> worst paths after layout <==
check	startpoint	endpoint	slack [ps]	depth (start not counted)
hold / removal	temperature[4]	data[6]	740	4
setup / recovery	temperature[1]	data[0]	80	10
==> routing by layer <==
layer	wire length, um	up-vias
li1	-	1332
met1	3740	1233
met2	3560	122
met3	769	6
met4	87	0
met5	0	-
==> power groups by stage <==
stage | Combinational, mW | Clock (mW) | Sequential, mW
final | 0.592 | 0.202 | 0.172
after global routing | 0.643 | 0.211 | 0.174
after CTS | 0.586 | 0.202 | 0.172
==> critical path: stages <==
cell and delay (ps):
dlygate4sd2_1 260, buf_4 150, buf_4 150, ha_1 200
buf_4 140, a211oi_1 220, a21oi_1 60, o211ai_1 220
a311oi_1 120, o32ai_1 300
==> cell usage in the layout, fill, tap and decap left out, types with 3 or more instances in the layout <==
cell,Yosys,routed
buf_4,2,68
a21oi_1,31,31
nor2_1,29,29
nand2_1,26,26
o21ai_0,17,17
a211oi_1,15,13
ha_1,16,13
clkdlybuf4s50_1,0,12
o211ai_1,10,10
nor2b_1,9,9
nand2b_1,9,9
inv_1,9,8
dfxtp_1,8,8
a311oi_1,7,7
nor3_1,6,6
nor4_1,6,6
a31oi_1,5,5
o21a_1,5,5
mux2i_1,6,5
buf_12,0,5
o22ai_1,4,4
nand3_1,4,4
o31ai_1,4,4
o2111ai_1,4,4
and3_1,3,3
nor2_2,3,3
and2_1,3,3
a211o_1,3,3
clkbuf_8,0,3
buf_2,16,3
==> through the flow <==
stage               hold slack [ps]  TNS [ps]  worst slack [ps]  power (mW)  utilization
floorplan                       635         0              61.7       0.500            -
global placement                981     -2420              -452       0.742        0.331
detailed placement              978     -2540              -535       0.743        0.331
CTS                             730         0              38.9       0.960        0.342
global route                    763         0              1.91        1.03        0.341
finish                          739         0              81.3       0.966        0.341
==> timing repair <==
action,in CTS,in global routing
pin swaps,4,0
gates resized,14,2
setup endpoints to repair,5,4
setup buffers,0,0
==> cell families after synthesis <==
group | Yosys count
compound gates | 128
flops | 8
mux | 9
simple gates | 112
fa+ha+maj | 18
buf+inv | 45
Power figures rest on the tool's default switching activity, not on a simulated workload.
